==> flow/design.v <==
`timescale 1ns / 1ps
`timescale 1ns / 1ps
module dist_calc #(
    parameter N_FEATURES = 4,
    parameter WIDTH      = 16
)(
    input  wire              clk,
    input  wire              rst,
    input  wire              start,         
    input  wire signed [WIDTH-1:0] x_in,
    input  wire signed [WIDTH-1:0] sv_in,
    output reg signed [31:0] dist_out,
    output reg               done
);
    reg [2:0]         feature_count;
    reg signed [31:0] accumulator;
    reg               active;              
    wire signed [WIDTH-1:0]  diff   = x_in - sv_in;
    wire signed [31:0]        square = diff * diff;
    always @(posedge clk) begin
        if (rst) begin
            accumulator   <= 32'd0;
            dist_out      <= 32'd0;
            feature_count <= 3'd0;
            done          <= 1'b0;
            active        <= 1'b0;
        end else begin
            done <= 1'b0;  
            if (start) begin
                accumulator   <= square;
                feature_count <= 3'd1;
                active        <= 1'b1;
            end else if (active) begin
                if (feature_count < N_FEATURES - 1) begin
                    accumulator   <= accumulator + square;
                    feature_count <= feature_count + 1'b1;
                end else begin
                    dist_out      <= accumulator + square;
                    done          <= 1'b1;
                    feature_count <= 3'd0;
                    accumulator   <= 32'd0;
                    active        <= 1'b0;
                end
            end
        end
    end
endmodule
==> flow/run.sh <==
#!/bin/bash
# OpenROAD 26Q1-2900-gdf79404cd8, Yosys 0.63+post, stock flow scripts
make -C /OpenROAD-flow-scripts/flow DESIGN_CONFIG=/design/flow/config.mk WORK_HOME=/design/flow/orfs finish
==> flow/config.mk <==
export PLATFORM = sky130hd
export DESIGN_NAME = dist_calc
export DESIGN_NICKNAME = dist_calc
export VERILOG_FILES = /design/flow/design.v
export SDC_FILE = /design/flow/constraint.sdc
export NUM_CORES = 4
export LEC_CHECK = 1
export CORE_UTILIZATION = 30
==> flow/constraint.sdc <==
current_design dist_calc

set clk_period 31.1
set clk_io_pct 0.2

create_clock -name clk0 -period $clk_period [get_ports {clk}]

set non_clock_inputs [all_inputs -no_clocks]
set_input_delay [expr $clk_period * $clk_io_pct] -clock clk0 $non_clock_inputs
set_output_delay [expr $clk_period * $clk_io_pct] -clock clk0 [all_outputs]
==> deck_impl_summary.md <==
Physical Implementation Snapshot

GRT
  • First-pass GRT wire length: 56300 um
  • Number of global-route vias before repair: 11400
  • Largest net degree at the start of global routing: 60
  • Initial antenna violation count: 0
  • GRT overflow: 0
  • Overall routing resource usage: 0.155

Clock tree
  • CTS tree: built
  • Post-CTS Repair Setup Buffers: 0
  • # H-tree levels: 3
  • Total CTS buffers: 9
  • Clock latency (worst-skew pair): 340 ps
  • Maximum root-to-sink buffer count: 2
  • Post-CTS Resized: 0
  • Root Driver: clkbuf_16
  • Clock transition at path regs: 50 ps
  • CTS Hold Buffers Added: 0
  • Clock Sinks: 69

STA
  • Final worst path period need: 17530 ps
  • RSZ-0062 raised after global routing: false
  • Slew margin rel.: 0.263
  • TNS Setup: 0 ps
  • Slew Viols, Final: 0
  • Max Clock Skew: 7.18 ps
  • Setup slack after layout: 13570 ps
  • Final period utilization: 0.564
  • Worst-Margin Slew: 1100 ps
  • FMAX: 0.0571 GHz
  • Finish-stage setup viols: 0
  • Final hold violation count: 0

Detailed routing
  • Drt via density: 4.77
  • First-pass DRT Iterations: 5
  • Routed Antenna Nets: 0
  • DR iter-0 viols: 385
  • ANT cells: 0
  • Routed via count: 10700
  • DR WL/cell: 14.5 um
  • DRC: 0
  • Drt total wl: 32400 um

Floorplanning
  • Die area: 46500 um2
  • Row count: 77
  • Core area: 44600 um2
  • Io pins: 68
  • Die width: 216 um
  • Pre-Place Util: 0.307
  • Die H: 216 um

Final layout
  • Fraction of layout cells with a size suffix above 1: 0.0396
  • Post-route cell area: 15400 um2
  • Area growth syn-to-layout: 12.1%
  • Finished Core Util: 0.344
  • Fill cells: 4495

Yosys
  • Cells after synthesis: 1589
  • Most used DFF post-synth: dfxtp_1
  • Post-synth EDFFs: 0
  • Synth Seq Share: 0.101
  • Number of cells in Yosys stat: 1589
  • Chip Area, Yosys: 13700 um2
  • Async SR Flop Fraction: 0
  • Cell Type Count: 70
  • Synth Area per Inst: 8.62 um2
  • Dominant cell area share: 0.346
  • Area leader, netlist: fa_1
  • Mapped Area: 13700 um2
  • Post-synth regs: 69
  • Top cells by area: fa_1, ha_1, dfxtp_1
  • Synth Warn #: 1

Setup path
  • Largest delay share family, worst path: adder cells
  • Most frequent CP cell: fa_1
  • Worst Setup End Kind: flop
  • WS Path Type: input pin to flop
  • Crit path DAT: 17770 ps
  • WP data required: 31340 ps
  • Worst path max stage delay: 880 ps
  • Slowest CP cell: xor2_1
  • Worst Setup Start Kind: input pin
  • Crit path buffers/inverters: 8
  • Crit Path Max Fanout: 10

Place
  • DP Area: 15100 um2
  • DPL Wire Length: 26600 um
  • Setup WS pre-CTS: 13390 ps
  • PortBufs: 67
  • GPL Wtd Cong: 0.935

Hold path
  • Hold crit path type: flop to flop

Run status
  • Status: complete, no violations

Run
  • Max-Cap Viols: 0
  • Tool warning count: 32
-- layout by cell type (no fill, tap or decap), types with 6 or more instances in the layout --
| master | n |
|---|---|
| a21oi_1 | 83 |
| o21a_1 | 15 |
| clkbuf_16 | 9 |
| a221oi_1 | 16 |
| o21ai_0 | 40 |
| o21bai_1 | 7 |
| nor2_1 | 120 |
| inv_1 | 353 |
| xnor2_1 | 52 |
| xor2_1 | 29 |
| ha_1 | 134 |
| nand3_1 | 14 |
| clkdlybuf4s50_1 | 66 |
| nor3_1 | 27 |
| buf_4 | 20 |
| and3_1 | 10 |
| and2_1 | 10 |
| nand2_1 | 150 |
| a21o_1 | 26 |
| a31oi_1 | 11 |
| or3_1 | 9 |
| fa_1 | 237 |
| dfxtp_1 | 69 |
| nand2b_1 | 8 |
| a221o_1 | 6 |
| a211oi_1 | 14 |
| nor2b_1 | 9 |
-- area by class of cell --
cell class	instances	area [um2]	share of cell area
Clock buffer	12	236	0.0154
Clock inverter	4	48.8	0.00318
Inverter	359	1350	0.0877
Multi-Input combinational cell	1112	10800	0.702
Sequential cell	69	1380	0.0899
Tap cell	592	741	0.0482
Timing Repair Buffer	87	816	0.0531
-- final timing paths --
kind                               startpoint                           end  slack [ps]  cells after the start
setup / recovery                     sv_in[0]  accumulator[28]$_SDFFE_PP0P_       13570                     43
hold / removal       dist_out[4]$_SDFFE_PP0P_      dist_out[4]$_SDFFE_PP0P_         450                      2
setup reg to reg  accumulator[0]$_SDFFE_PP0P_  accumulator[20]$_SDFFE_PP0P_       27950                     12
hold reg to reg      dist_out[4]$_SDFFE_PP0P_      dist_out[4]$_SDFFE_PP0P_         450                      2
-- cells in the mapped netlist, types with 5 or more instances --
cell type / instances
a211oi_1: 14
a21o_1: 26
a21oi_1: 83
a221o_1: 6
a221oi_1: 16
a31oi_1: 11
and2_1: 10
and3_1: 10
buf_1: 5
clkbuf_1: 42
dfxtp_1: 69
fa_1: 237
ha_1: 134
inv_1: 353
nand2_1: 150
nand2b_1: 8
nand3_1: 14
nand4_1: 5
nor2_1: 120
nor2b_1: 9
nor3_1: 28
o211a_1: 5
o21a_1: 15
o21ai_0: 40
o21ai_1: 5
o21bai_1: 7
o31a_1: 5
or3_1: 9
xnor2_1: 52
xor2_1: 29
-- metrics by stage --
stage | hold WS (ps) | instances
2_1_floorplan | 422 | 1589
3_3_place_gp | 449 | 2219
3_5_place_dp | 450 | 2219
4_1_cts | 457 | 2235
5_1_grt | 479 | 2235
6_report | 452 | 2235
-- kinds of logic after synthesis --
kind of cell	synth area share
buffers and inverters	0.112
xor gates and xnor gates	0.0530
AOI/OAI and AO/OA	0.145
and+or+nand+nor	0.118
adders and majority gates	0.469
DFF	0.101
muxes	0.00228
-- registers in the layout, indices dropped and copies added (netlist names) --
| name | count |
|---|---|
| accumulator | 32 |
| dist_out | 32 |
| done | 1 |
| active | 1 |
| feature_count | 3 |
-- tightest hold or removal path, delay by kind of cell, from the launching register on --
kind            cells  cell delay (ps)
compound gates      1               50
flops               1              310
simple gates        1               50
-- per-layer routing --
layer	GRT usage	up-vias	share of wire
met3	0.0340	37	0.049
met5	0	-	0
li1	-	5132	-
met1	0.203	5268	0.42
met4	0.0258	0	0.018
met2	0.271	218	0.51
