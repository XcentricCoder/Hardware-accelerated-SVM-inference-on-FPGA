===== flow/config.mk =====
export PLATFORM = sky130hd
export DESIGN_NAME = svm_decision_engine
export DESIGN_NICKNAME = svm_decision_engine
export VERILOG_FILES = /design/flow/design.v
export SDC_FILE = /design/flow/constraint.sdc
export NUM_CORES = 4
export LEC_CHECK = 1
export CORE_UTILIZATION = 50

===== flow/constraint.sdc =====
current_design svm_decision_engine

set clk_period 13.1
set clk_io_pct 0.2

create_clock -name clk0 -period $clk_period [get_ports {clk}]

set non_clock_inputs [all_inputs -no_clocks]
set_input_delay [expr $clk_period * $clk_io_pct] -clock clk0 $non_clock_inputs
set_output_delay [expr $clk_period * $clk_io_pct] -clock clk0 [all_outputs]

===== flow/design.v =====
`timescale 1ns / 1ps
module svm_decision_engine #(
    parameter WIDTH = 16,
    parameter FRAC = 12,
    parameter N_SV = 31
)(
    input  wire              clk,
    input  wire              rst,
    input  wire              start,          
    input  wire signed [15:0] kernel_val,     
    input  wire              kernel_valid,   
    input  wire signed [15:0] dual_coeff,     
    input  wire signed [15:0] intercept,      
    output reg signed [31:0]  decision_out,   
    output reg               done            
);
    reg signed [31:0] accumulator;
    reg [5:0]         sv_count;
    wire signed [31:0] product = $signed(dual_coeff) * $signed(kernel_val);
    always @(posedge clk) begin
        if (rst) begin
            sv_count     <= 6'd0;
            done         <= 1'b0;
            decision_out <= 32'd0;
            accumulator  <= 32'd0;
        end else if (start) begin
            accumulator  <= -{ {4{intercept[15]}}, intercept, 12'd0 };
            sv_count     <= 6'd0;
            done         <= 1'b0;
        end else if (kernel_valid) begin
            accumulator <= accumulator + product;
            if (sv_count == (N_SV - 1)) begin
                done         <= 1'b1; 
                decision_out <= accumulator + product;
                sv_count     <= 6'd0; 
            end else begin
                sv_count     <= sv_count + 1;
                done         <= 1'b0;
            end
        end else begin
            done <= 1'b0;  
        end
    end
endmodule

===== flow/run.sh =====
#!/bin/bash
# OpenROAD 26Q1-2900-gdf79404cd8, Yosys 0.63+post, stock flow scripts
make -C /OpenROAD-flow-scripts/flow DESIGN_CONFIG=/design/flow/config.mk WORK_HOME=/design/flow/orfs finish

==> out/metrics.yaml <==
floorplan:
  floorplan.die.width_um: 168
  initial_utilization_pct: 51.1
  pin_count: 85
  die_h_um: 168
  fp.dieArea_um2: 28400
  rows: 60
  core_ar_um2: 27100
timing:
  tns_ns: 0
  report.final.hold_viol_count: 0
  min_period_ns: 9.32
  actual_slew_at_the_worst_max_slew_pin_ns: 0.726
  postLayoutSetupSlackWorst_ns: 3.78
  maximum_achievable_frequency_ghz: 0.107
  grt_setup_unrepaired: "false"
  fin_hold_ws_ns: 0.451
  fin_skew_ns: 0.00783
  max-slew-margin-rel_pct: 51.4
  timing.final.max_slew_violations: 0
  final_min_period_over_clock_period_pct: 71.2
  setup_viol: 0
min_path:
  hold_path_class: "flop to flop"
yosys:
  common_cells: "359 x inv_1, 292 x fa_1, 199 x nand2_1, 122 x and2_1, 101 x ha_1"
  ff_type: "dfxtp_1"
  async_flop_share_pct: 0
  post_synth_mux_area_share_pct: 0.723
  syn-mean-instance-area_um2: 9.01
  seq_area_frac_synth_pct: 10.3
  ys_ff: 71
  synth.yosys.warnings: 1
  synth.cellmix.simpleShare_pct: 15.4
  xor_share_pct: 3.41
  yosys-top-cells-area: "fa_1 42%, dfxtp_1 10%, inv_1 9.7%"
  synth_compound_gate_area_share_pct: 7.38
  count_leader_synth: "inv_1"
  enable_flop_cells: 0
  netlist.area_leader.share_pct: 42.2
  post_synth_inst_count: 1538
  yosys.area.top_type: "fa_1"
  synth_stat.cells: 1538
  yosys.area_share.adder_pct: 51.3
  total_standard_cell_area_after_synthesis_um2: 13900
  synth_chip_area_um2: 13900
  post_synth_num_cell_types: 57
  top_logic_kind: "adder cells"
cts:
  numClockSinks: 71
  cts_repair_resize_count: 0
  hold_buffers: 0
  tritoncts: "yes"
  deepest_clock_path_buffer_count: 2
  cts.clk_slew.worst_paths_ns: 0.05
  cts_htree_levels: 3
  number_of_buffers_inserted_to_repair_setup_after_cts: 0
  cts_made_buffers: 9
  clock.latency.late_pin_ns: 0.33
  cts_root_buffer: "clkbuf_16"
outcome:
  outcome: "finished clean"
global_routing:
  vias_in_the_first_global_route: 10200
  track_usage_pct: 24.8
  number_of_antenna_violations_at_the_first_check_in_global_routing: 0
  grt_max_degree: 61
  grt_overflow_total: 0
  grt_first_pass_wirelength_mm: 51.4
detailed_routing:
  detail_route.vias_per_cell: 5.06
  final_antenna_net_count: 0
  detail_route.iter0.violations: 364
  via_count: 9943
  routed_wire_length_per_instance_um: 15.5
  detail_route.wirelength_mm: 30.5
  firstDrtPassIters: 4
  drt_drc_violations_left: 0
  n_antenna_cell: 0
layout:
  num-fill-cells: 2451
  area_delta_synth_final_pct: 10.6
  fraction_of_layout_cells_with_a_size_suffix_above_1_pct: 3.14
  final_cell_area_um2: 15300
  final-instance-count-excl-fill: 1966
  finish.utilization_pct: 56.5
placed_design:
  placement.cell_area_um2: 15000
  place.port_buffers: 84
  dp_hpwl_mm: 25.7
  dp_slack_ns: 3.53
  cell_total_after_placement: 1950
  gp_weighted_congestion: 0.873
critical_path:
  endpoint_kind: "flop"
  data_required_time_of_the_worst_path_ns: 13.34
  setup.worst_path.class: "primary input to flop"
  crit_fanout: 16
  crit_path_start_kind: "primary input"
  worstPathArrival_ns: 9.56
flow_run:
  max_cap_viol_count: 0
  tool_warnings: 26
[state kept, by name (all words and copies together) (netlist names)]
register      flops
decision_out     32
sv_count          6
done              1
accumulator      32
[critical path, stage by stage]
cell	delay [ns]
clkdlybuf4s50_1	0.72
nand2_1	0.31
inv_1	0.09
fa_1	0.71
inv_1	0.11
fa_1	0.81
fa_1	0.51
fa_1	0.56
fa_1	0.43
fa_1	0.50
inv_1	0.04
ha_1	0.37
and3_2	0.23
nand3_1	0.10
a211oi_1	0.51
o21ai_1	0.19
nor2b_1	0.18
xnor2_1	0.18
o21ai_0	0.11
a211oi_1	0.27
[final timing paths]
path,from,slack (ns),end,cells after the start
max,dual_coeff[15],3.78,accumulator[29]$_SDFFE_PP0P_,20
min,decision_out[14]$_SDFFE_PP0P_,0.45,decision_out[14]$_SDFFE_PP0P_,2
max reg2reg,accumulator[15]$_SDFFE_PP0P_,7.58,accumulator[29]$_SDFFE_PP0P_,19
min reg2reg,decision_out[14]$_SDFFE_PP0P_,0.45,decision_out[14]$_SDFFE_PP0P_,2
[cells by family after synthesis]
kind of cell    count (synthesis)
mux                            10
fa+ha+maj                     393
xor+xnor                       54
buf+inv                       416
flops                          71
simple gates                  444
compound gates                150
[per-layer routing]
metal	global-route usage (%)	vias up	share of wire (%)
met5	0	-	0
met4	1.38	0	0.63
met3	3.83	15	3.9
met2	44.1	146	56
met1	35.4	5056	39
li1	-	4726	-
[final cells by class]
type / instances / area (µm²) / area share (%)
Timing Repair Buffer: 97 / 928 / 6.06
Sequential cell: 71 / 1420 / 9.28
Clock buffer: 10 / 229 / 1.49
Tap cell: 372 / 465 / 3.04
Inverter: 359 / 1350 / 8.80
Multi-Input combinational cell: 1051 / 10800 / 70.8
Clock inverter: 6 / 85.1 / 0.555
[layout by cell type, fill, tap and decap left out, drive strengths merged, types with 15 or more instances in the layout]
| master | n |
|---|---|
| dfxtp | 71 |
| buf | 15 |
| xnor2 | 33 |
| a21o | 15 |
| nor2 | 58 |
| a211oi | 18 |
| nand2 | 199 |
| ha | 101 |
| a21oi | 64 |
| inv | 359 |
| clkdlybuf4s50 | 82 |
| and2 | 122 |
| fa | 292 |
| xor2 | 21 |
